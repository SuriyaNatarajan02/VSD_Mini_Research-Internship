<file path="design/flow/constraint.sdc">
current_design Suriya_rv32i

set clk_period 25.4
set clk_io_pct 0.2

create_clock -name clk0 -period $clk_period [get_ports {RN}]
create_clock -name clk1 -period $clk_period [get_ports {clk}]

set non_clock_inputs [all_inputs -no_clocks]
set_input_delay [expr $clk_period * $clk_io_pct] -clock clk0 $non_clock_inputs
set_output_delay [expr $clk_period * $clk_io_pct] -clock clk0 [all_outputs]
</file>
<file path="design/flow/config.mk">
export PLATFORM = sky130hd
export DESIGN_NAME = Suriya_rv32i
export DESIGN_NICKNAME = Suriya_rv32i
export VERILOG_FILES = /design/flow/design.v
export SDC_FILE = /design/flow/constraint.sdc
export NUM_CORES = 4
export LEC_CHECK = 1
export CORE_UTILIZATION = 50
</file>
<file path="design/flow/run.sh">
#!/bin/bash
# OpenROAD 26Q1-2900-gdf79404cd8, Yosys 0.63+post, stock flow scripts
make -C /OpenROAD-flow-scripts/flow DESIGN_CONFIG=/design/flow/config.mk WORK_HOME=/design/flow/orfs finish
</file>
<file path="design/flow/design.v">
module Suriya_rv32i(clk,RN,NPC,WB_OUT);
input clk;
input RN;
integer k;
wire  EX_MEM_COND ;
reg 
BR_EN;
reg[31:0] 
IF_ID_IR,
IF_ID_NPC;                                
reg[31:0] 
ID_EX_A,
ID_EX_B,
ID_EX_RD,
ID_EX_IMMEDIATE,
ID_EX_IR,ID_EX_NPC;      
reg[31:0] 
EX_MEM_ALUOUT,
EX_MEM_B,EX_MEM_IR;                        
parameter 
ADD=3'd0,
SUB=3'd1,
AND=3'd2,
OR=3'd3,
XOR=3'd4,
SLT=3'd5,
ADDI=3'd0,
SUBI=3'd1,
ANDI=3'd2,
ORI=3'd3,
XORI=3'd4,
LW=3'd0,
SW=3'd1,
BEQ=3'd0,
BNE=3'd1,
SLL=3'd0,
SRL=3'd1;
parameter 
AR_TYPE=7'd0,
M_TYPE=7'd1,
BR_TYPE=7'd2,
SH_TYPE=7'd3;
reg[31:0] 
MEM_WB_IR,
MEM_WB_ALUOUT,
MEM_WB_LDM;                      
output reg [31:0]WB_OUT,NPC;
reg [31:0]REG[0:31];                                               
reg [31:0]MEM[0:31];                                             
reg [31:0]DM[0:31];   
always @(posedge clk or posedge RN) begin
    if(RN) begin
    NPC<= 32'd0;
    BR_EN<= 1'd0; 
    REG[0] <= 32'h00000000;
    REG[1] <= 32'd1;
    REG[2] <= 32'd2;
    REG[3] <= 32'd3;
    REG[4] <= 32'd4;
    REG[5] <= 32'd5;
    REG[6] <= 32'd6;
    end
    else begin
    NPC <= BR_EN ? EX_MEM_ALUOUT : NPC +32'd1;
    BR_EN <= 1'd0;
    IF_ID_IR <=MEM[NPC];
    IF_ID_NPC <=NPC+32'd1;
    end
end
always @(posedge RN) begin
MEM[0] <= 32'h02208300;          
MEM[1] <= 32'h02209380;          
MEM[2] <= 32'h0230a400;          
MEM[3] <= 32'h02513480;          
MEM[4] <= 32'h0240c500;          
MEM[5] <= 32'h02415580;          
MEM[6] <= 32'h00520600;          
MEM[7] <= 32'h00209181;          
MEM[8] <= 32'h00208681;          
MEM[9] <= 32'h00f00002;          
MEM[25] <= 32'h00210700;          
end
always @(posedge clk) begin
ID_EX_A <= REG[IF_ID_IR[19:15]];
ID_EX_B <= REG[IF_ID_IR[24:20]];
ID_EX_RD <= REG[IF_ID_IR[11:7]];
ID_EX_IR <= IF_ID_IR;
ID_EX_IMMEDIATE <= {{20{IF_ID_IR[31]}},IF_ID_IR[31:20]};
ID_EX_NPC<=IF_ID_NPC;
end
always@(posedge clk) begin
EX_MEM_IR <=  ID_EX_IR;
case(ID_EX_IR[6:0])
AR_TYPE:begin
    if(ID_EX_IR[31:25]== 7'd1)begin
    case(ID_EX_IR[14:12])
    ADD:EX_MEM_ALUOUT <= ID_EX_A + ID_EX_B;
    SUB:EX_MEM_ALUOUT <= ID_EX_A - ID_EX_B;
    AND:EX_MEM_ALUOUT <= ID_EX_A & ID_EX_B;
    OR :EX_MEM_ALUOUT <= ID_EX_A | ID_EX_B;
    XOR:EX_MEM_ALUOUT <= ID_EX_A ^ ID_EX_B;
    SLT:EX_MEM_ALUOUT <= (ID_EX_A < ID_EX_B) ? 32'd1 : 32'd0;
    endcase
    end
    else begin
        case(ID_EX_IR[14:12])
        ADDI:EX_MEM_ALUOUT <= ID_EX_A + ID_EX_IMMEDIATE;
        SUBI:EX_MEM_ALUOUT <= ID_EX_A - ID_EX_IMMEDIATE;
        ANDI:EX_MEM_ALUOUT <= ID_EX_A & ID_EX_B;
        ORI:EX_MEM_ALUOUT  <= ID_EX_A | ID_EX_B;
        XORI:EX_MEM_ALUOUT <= ID_EX_A ^ ID_EX_B;
        endcase
    end
end
M_TYPE:begin
    case(ID_EX_IR[14:12])
    LW  :EX_MEM_ALUOUT <= ID_EX_A + ID_EX_IMMEDIATE;
    SW  :EX_MEM_ALUOUT <= ID_EX_IR[24:20] + ID_EX_IR[19:15];
    endcase
end
BR_TYPE:begin
    case(ID_EX_IR[14:12])
    BEQ:begin 
    EX_MEM_ALUOUT <= ID_EX_NPC+ID_EX_IMMEDIATE;
    BR_EN <= 1'd1 ? (ID_EX_IR[19:15] == ID_EX_IR[11:7]) : 1'd0;
end
BNE:begin 
    EX_MEM_ALUOUT <= ID_EX_NPC+ID_EX_IMMEDIATE;
    BR_EN <= (ID_EX_IR[19:15] != ID_EX_IR[11:7]) ? 1'd1 : 1'd0;
end
endcase
end
SH_TYPE:begin
case(ID_EX_IR[14:12])
SLL:EX_MEM_ALUOUT <= ID_EX_A << ID_EX_B;
SRL:EX_MEM_ALUOUT <= ID_EX_A >> ID_EX_B;
endcase
end
endcase
end
always@(posedge clk) begin
MEM_WB_IR <= EX_MEM_IR;
case(EX_MEM_IR[6:0])
AR_TYPE:MEM_WB_ALUOUT <=  EX_MEM_ALUOUT;
SH_TYPE:MEM_WB_ALUOUT <=  EX_MEM_ALUOUT;
M_TYPE:begin
case(EX_MEM_IR[14:12])
LW:MEM_WB_LDM <= DM[EX_MEM_ALUOUT];
SW:DM[EX_MEM_ALUOUT]<=REG[EX_MEM_IR[11:7]];
endcase
end
endcase
end
always@(posedge clk) begin
case(MEM_WB_IR[6:0])
AR_TYPE:begin 
WB_OUT<=MEM_WB_ALUOUT;
REG[MEM_WB_IR[11:7]]<=MEM_WB_ALUOUT;
end
SH_TYPE:begin
WB_OUT<=MEM_WB_ALUOUT;
REG[MEM_WB_IR[11:7]]<=MEM_WB_ALUOUT;
end
M_TYPE:begin
case(MEM_WB_IR[14:12])
LW:begin
WB_OUT<=MEM_WB_LDM;
REG[MEM_WB_IR[11:7]]<=MEM_WB_LDM;
end
endcase
end
endcase
end
endmodule
</file>
==> CHANGELOG.md <==
### Changed

* Worst path depth at 3
* Tot GR Track Use at 0.361
* Startpoint Class: clock port
* Vias in the first global route at around 50000
* Routed wire length at 239 mm
* Most used flip-flop cell: edfxtp_1
* Crit path DAT at 13110 ps
* Run status: finished with violations
* First-pass GRT wire length at 341 mm
* Init Core Util at 0.503
* Worst Setup SP: RN
* FF-to-FF setup slack at between 20000 and 25000 ps
* Failing checks: negative hold slack
* Post-synth EDFFs at 1488
* Worst Hold Class: clk -> reg
* Worst EP required at 25900 ps
* Cell Area, Synth at 0.0733 mm2
* Capture point of the worst reg-to-reg path: EX_MEM_ALUOUT[0]$_DFFE_PP_
* # rows at about 140
* Rel. slew slack at 0.343
* Yosys chip area at 0.0733 mm2
* Worst setup path endpoint: IF_ID_IR[20]$_DFFE_PN_
* Total grt overflow at 0
* Area growth from synthesis to layout at 13.0%
* CP top delay family: buffers and inverters
* Post-Syn Instances at 4855
* Vias/cell at 6.66
* Final Hold Viols at 48
* Yosys cell count at between 4000 and 5000
* Resized Gates After CTS at 0
* RSZ-0062 raised after global routing: false
* Remaining DRCs at 0
* Logic area at 0.0237 mm2
* Reg2reg start: ID_EX_A[6]$_DFF_P_
* Post-route cell area at 0.0827 mm2
* Power Density at 67.0 mW/mm2
* Most numerous logic cell after layout: edfxtp_1
* Crit-path max FO at 10
* Largest area contributor in the netlist: edfxtp_1
* Final hold slack at -234 ps
* Worst-Margin Slew at 982 ps
* Worst path buffer plus inverter count at 3
* Leakage power at 29.3 nW
* Layout Cells excl Fill at 7092
* OpenROAD warnings at 179
* Die width at 385 um
* Ant. Diodes at 0
* FILL cells at 11075
* Sequential Area at around 0.048 mm2
* Hold-fix buffers, CTS at 0
* Final Setup Violations at 0
* Placed cell areas at 0.0767 mm2
* Max-Cap Viols at 0
* Clock-pin slew on the worst setup and hold paths at 60 ps
* Post-route ant nets at 0
* Crit Path Category: clk -> reg
* Biggest area cells: edfxtp_1 (61%), mux4_2 (8.9%), dfxtp_1 (3.6%)
* Register share after synthesis at 0.656
* CTS tree: done
* Largest net degree at the start of global routing at around 66
* FF+latch count, synth at 1650
* Vias post-DR at 47236
* Asr flop ratio synth at 0.0194
* R2R depth at 12
* Worst Hold Depth at 3
* CP Cell Sequence: clkbuf_16 > clkbuf_16 > inv_1
* Post-synthesis cell type count at 105
* Cell count after placement at 6688
* Top cells excl fill/tap: edfxtp_1 (1488), mux4_2 (288), nor2_1 (241), a22oi_1 (218), inv_1 (211)
* Post-Place Worst Slack at ~11000 ps
* Final Worst Setup Slack at 12780 ps
* Setup bufs post-CTS at 0
* Slowest Stage Delay on Critical Path at roughly 180 ps
* Critical Path Most Common Cell: clkbuf_16
* CP endpoint kind: register
* Die height at 385 um
* Io pins at 66
* Setup TNS at 0 ps
* VDD IR max at 60.6 uV
* Die ar. at 0.148 mm2
* Count of input and output buffers at 64
* Yosys top cell area share at 0.610
* Slowest cell on the critical path: clkbuf_16
* Placed wire-length estimate at roughly 150 mm
* Std-Cell Core Area at 0.146 mm2
* Fin. max-slew vios at 0
* Initial antenna violation count at 7
* Yosys warning tally at approximately 1100
* Total power at 5.55 mW
* DRT iter0 DRCs at 4413
* Wire length per cell at 33.7 um
* Syn_area_per_cell at 15.1 um2
* Layout Skew at 58.4 ps
* RD Place Congestion at 1.06
* TritonRoute pass-1 iters at 8
* Share of cells above drive strength 1 at 0.177
[cell families after synthesis]
group	synth area share
adder cells (fa/ha/maj)	0.0221
flip-flops	0.656
AND/OR/NAND/NOR	0.0664
XOR/XNOR	0.0134
buffers and inverters	0.0267
multiplexers	0.105
AND-OR/OR-AND	0.110
[flip-flops by register name (all words and copies together), names as in the netlist, 16 cells and up]
| register | flops |
|---|---|
| NPC | 32 |
| EX_MEM_ALUOUT | 32 |
| MEM_WB_ALUOUT | 32 |
| ID_EX_A | 32 |
| IF_ID_IR | 16 |
| MEM_WB_LDM | 32 |
| REG | 288 |
| WB_OUT | 32 |
| ID_EX_NPC | 32 |
| DM | 1024 |
| IF_ID_NPC | 32 |
| ID_EX_B | 32 |
[area by class of cell]
cell class | count | share of cell area
clock buffers | 232 | 0.0580
clock inverters | 173 | 0.0147
inverters | 133 | 0.00603
multi-input cells | 2731 | 0.286
flip-flops and latches | 1650 | 0.581
well taps | 1917 | 0.0290
repair buffers | 256 | 0.0252
[power breakdown]
group | internal [mW] | switching [mW]
sequential | 2.93 | 0
combinational | 0 | 0
clock | 1.46 | 1.16
total | 4.39 | 1.16
[synth_stat cells (28+ instances only)]
cell type / instances
and2_1: 40
a22oi_1: 218
nand2b_1: 28
dfrtp_1: 32
inv_1: 131
a31oi_1: 29
o21ai_0: 123
nand2_1: 180
a22o_1: 65
a221oi_1: 86
clkbuf_1: 238
nor3_1: 78
nor4_1: 33
edfxtp_1: 1488
xnor2_1: 89
nand3_1: 137
a21oi_1: 193
nand4_1: 67
a222oi_1: 61
mux2i_1: 69
nor2_1: 292
dfxtp_1: 130
buf_1: 52
ha_1: 120
a211oi_1: 56
buf_2: 32
mux2_2: 47
mux4_2: 288
[how the worst min path moves through the flow]
stage / from / end / slack [ps]
after CTS: RN / IF_ID_NPC[19]$_DFFE_PN_ / -270
after global routing: RN / IF_ID_NPC[18]$_DFFE_PN_ / -240
final: RN / IF_ID_IR[13]$_DFFE_PN_ / -230
[through the flow]
step | hold WS (ps) | utilization
6_report | -234 | 0.568
5_1_grt | -243 | 0.568
4_1_cts | -268 | 0.568
3_5_place_dp | 312 | 0.527
3_3_place_gp | 314 | 0.527
2_1_floorplan | 310 | -
[worst reg2reg max path, stage by stage (launching register included)]
cell	delay (ps)
dfxtp_1	750
inv_1	280
ha_1	700
nor3b_1	100
o31ai_1	650
nand4b_1	270
o211ai_1	550
nand4_1	260
nand2_1	180
o21ai_0	120
buf_4	190
and3_1	150
o2111ai_1	380
[routing by layer]
layer / share of wire / global-route usage / vias up
li1: - / - / 19970
met1: 0.36 / 0.519 / 23260
met2: 0.42 / 0.459 / 3487
met3: 0.18 / 0.272 / 494
met4: 0.036 / 0.105 / 25
met5: 0.0018 / 0.0211 / -
No activity file was given, so power comes from the tool's default toggle rates.
